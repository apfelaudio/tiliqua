**design.v**
```verilog
`default_nettype none
`timescale 1ns / 1ps
module tmds_encoder_dvi (
    input   wire logic clk_pix,
    input   wire logic rst_pix,
    input   wire logic [7:0] data_in,   
    input   wire logic [1:0] ctrl_in,   
    input   wire logic de,              
    output       logic [9:0] tmds       
    );
    logic [3:0] data_1s;
    logic use_xnor;
    always_comb begin
        data_1s = data_in[0] + data_in[1] + data_in[2] + data_in[3] + 
                    data_in[4] + data_in[5] + data_in[6] + data_in[7];
        use_xnor = (data_1s > 4'd4) || ((data_1s == 4'd4) && (data_in[0] == 0));
    end
    integer i;
    logic [8:0] enc_qm;
    always_comb begin
        enc_qm[0] = data_in[0];
        for (i=0; i<7; i=i+1) begin
            enc_qm[i+1] = (use_xnor) ? (enc_qm[i] ~^ data_in[i+1]) : (enc_qm[i] ^ data_in[i+1]);
        end
        enc_qm[8] = (use_xnor) ? 0 : 1;
    end
    logic signed [4:0] ones, zeros, balance;
    always_comb begin
        ones = enc_qm[0] + enc_qm[1] + enc_qm[2] + enc_qm[3] + 
                    enc_qm[4] + enc_qm[5] + enc_qm[6] + enc_qm[7];
        zeros   = 5'd8 - ones;
        balance = ones - zeros;
    end
    logic signed [4:0] bias;
    always_ff @ (posedge clk_pix) begin
        if (de == 0) begin   
            case (ctrl_in)   
                2'b00:   tmds <= 10'b1101010100;
                2'b01:   tmds <= 10'b0010101011;
                2'b10:   tmds <= 10'b0101010100;
                default: tmds <= 10'b1010101011;
            endcase
            bias <= 5'sb00000;
        end else begin   
            if (bias == 0 || balance == 0) begin   
                if (enc_qm[8] == 0) begin
                    tmds[9:0] <= {2'b10, ~enc_qm[7:0]};
                    bias <= bias - balance;
                end else begin
                    tmds[9:0] <= {2'b01, enc_qm[7:0]};
                    bias <= bias + balance;
                end
            end
            else if ((bias > 0 && balance > 0) || (bias < 0 && balance < 0)) begin
                tmds[9:0] <= {1'b1, enc_qm[8], ~enc_qm[7:0]};
                bias <= bias + {3'b0, enc_qm[8], 1'b0} - balance;
            end else begin
                tmds[9:0] <= {1'b0, enc_qm[8], enc_qm[7:0]};
                bias <= bias - {3'b0, ~enc_qm[8], 1'b0} + balance;
            end
        end
        if (rst_pix) begin
            tmds <= 10'b1101010100;   
            bias <= 5'sb00000;
        end
    end
endmodule
```
**run.sh**
```bash
#!/bin/bash
# OpenROAD 26Q1-2900-gdf79404cd8, Yosys 0.63+post, stock flow scripts
make -C /OpenROAD-flow-scripts/flow DESIGN_CONFIG=/design/flow/config.mk WORK_HOME=/design/flow/orfs finish
```
**config.mk**
```make
export PLATFORM = sky130hd
export DESIGN_NAME = tmds_encoder_dvi
export DESIGN_NICKNAME = tmds_encoder_dvi
export VERILOG_FILES = /design/flow/design.v
export SDC_FILE = /design/flow/constraint.sdc
export NUM_CORES = 4
export LEC_CHECK = 1
export CORE_UTILIZATION = 40
```
**constraint.sdc**
```tcl
current_design tmds_encoder_dvi

set clk_period 11.5
set clk_io_pct 0.2

create_clock -name clk0 -period $clk_period [get_ports {clk_pix}]

set non_clock_inputs [all_inputs -no_clocks]
set_input_delay [expr $clk_period * $clk_io_pct] -clock clk0 $non_clock_inputs
set_output_delay [expr $clk_period * $clk_io_pct] -clock clk0 [all_outputs]
```
==> reports/metrics.cfg <==
[yosys]
yosysUniqueCellTypes=40
ys_cells=181
ys_area_um2=1710
synthCells=181
yosys_warnings=1
async_reset_ff_frac=0
yosys-top-cells-count=inv_1, ha_1, xnor2_1
yosysTopAreaCell=ha_1
ys_ff=14
synth-edff-count=0
synthTopCellsByArea=ha_1, dfxtp_1, fa_1
top_cell_area_share=0.183
netlist_area_um2=1710
ys_seq_share=0.164
avgSynthCellArea_um2=9.43
top_cell=inv_1
ff_type=dfxtp_1

[clocking]
post-cts-setup-buffer-count=0
cts_sinks=14
hold_buffers=0
path_clk_slew_ns=0.06
clockBufferDepth=2
cts_made_buffers=3
cts_resized=0
htree_levels=1
cts-root-buf=clkbuf_8
cts_tree=done
clock_latency_ns=0.24

[job]
maxCapViolCount=0
tool_warnings=34

[placed_design]
hpwlAfterDp_um=2460
portBuffers=22
pre_cts_ws_ns=1.09
gp_congestion=0.816

[timing]
timing.final.ws_setup_ns=1.40
worst_slew_pin_slew_ns=0.747
finalSetupTns_ns=0
grt_setup_unrepaired=no
clock_skew_ns=0.00372
finalCritPeriodShare=0.878
maxSlewViolCount=0
hold_viol=0
holdWs_ns=0.762
min_period_ns=10.10
maxSlewHeadroom=0.500
setup_violations=0
fmax_mhz=99.0

[worst_hold_path]
hp-start=bias[4]
min_path_cells=3
min-delay-path-class=flop to flop
min_to=bias[4]

[critical_path]
cp_slowest_cell=clkdlybuf4s50_1
cp.required_ns=11.61
reg2reg_from=bias[1]
reg2regPathDepth=10
rrSetupSlack_ns=8.91
slowest_delay_ns=0.63
start_kind=primary input
cp.arrival_ns=10.21
crit_type=primary input to flop
reg2reg_to=bias[4]
cp_max_fo=12
crit_top_cell=fa_1
end_kind=flop

[routing]
routed_wl_um=2780
avgViaCountPerCell=4.63
drtAntennaViolNets=0
first_iter_violations=36
drc=0
vias=1171
dr.pass1.iters=4
wl_per_cell_um=11.0
n_antenna_cell=0

[die]
rows=23
die.size.y_um=67.3
die_w_um=67.3
ioPinCount=23
core-area_um2=4060
chipArea_um2=4530
initial_utilization=0.421

[layout]
fill_cells=344
area_growth_pct=18.6
drive_gt1_frac=0.0591

[outcome]
status=finished clean

[global_routing]
grt_max_degree=13
grt_first_pass_wirelength_um=4800
overflow=0
grt_usage=0.141
grt_pass1_vias=1103
antenna_found_initial=0

==> layer usage <==
layer / wire length, µm / share of wire / GRT usage
met5: 0 / 0 / 0
met1: 1380 / 0.49 / 0.212
met4: 27 / 0.0097 / 0.0186
met2: 1280 / 0.46 / 0.226
met3: 96 / 0.034 / 0.0188
==> worst max-delay path, delay by kind of cell <==
kind,cells,cell delay (ns)
simple gates,2,0.34
compound gates,3,0.57
xor+xnor,2,0.32
mux,1,0.19
buf+inv,6,1.18
fa+ha+maj,13,5.31
==> cell usage in the layout, fill, tap and decap left out, types with 2 or more instances in the layout <==
cell type        netlist  layout
a21o_1                 3       3
a21oi_1                5       5
clkbuf_8               0       4
clkdlybuf4s50_1        0      22
dfxtp_1               14      14
fa_1                  12      12
ha_1                  25      25
inv_1                 31      31
mux2i_1                4       4
nand2_1                3       3
nand2b_1               4       4
nor2_1                13      13
nor2b_1                2       2
o21ai_0                7       7
o21bai_1               3       3
or3_1                  2       2
xnor2_1               18      18
xnor2_2                2       2
xor2_1                 9       9
==> state kept, by name, summed over array words and instances, names as in the netlist <==
signal,cells
bias,4
tmds,10
==> cells by family after synthesis <==
| logic type | Yosys count | synth area share |
|---|---|---|
| multiplexers | 4 | 0.0235 |
| buffers and inverters | 36 | 0.0843 |
| XOR/XNOR | 32 | 0.201 |
| AND/OR/NAND/NOR | 29 | 0.0821 |
| AND-OR/OR-AND | 28 | 0.115 |
| adder cells (fa/ha/maj) | 38 | 0.330 |
| flip-flops | 14 | 0.164 |
==> worst max-delay path by stage <==
| stage | startpoint | endpoint | slack [ns] | cells after the start |
|---|---|---|---|---|
| final | data_in[0] | bias[4] | 1.40 | 27 |
| after global routing | data_in[0] | bias[4] | 0.80 | 27 |
| after CTS | data_in[0] | bias[4] | 1.31 | 27 |
==> final cells by class <==
| type | count | area [µm²] | area share |
|---|---|---|---|
| Tap cell | 50 | 62.6 | 0.0309 |
| Inverter | 31 | 116 | 0.0575 |
| Sequential cell | 14 | 280 | 0.138 |
| Clock buffer | 4 | 55.1 | 0.0272 |
| Multi-Input combinational cell | 131 | 1280 | 0.633 |
| Timing Repair Buffer | 23 | 228 | 0.112 |
==> through the flow <==
stage               utilization  cells  area, µm²
floorplan                     -    181       1710
global placement          0.485    249       1970
detailed placement        0.485    249       1970
CTS                       0.499    253       2020
global route              0.499    253       2020
finish                    0.499    253       2020
